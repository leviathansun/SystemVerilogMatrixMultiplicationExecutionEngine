===== design/flow/run.sh =====
#!/bin/bash
# OpenROAD 26Q1-2900-gdf79404cd8, Yosys 0.63+post, stock flow scripts
make -C /OpenROAD-flow-scripts/flow DESIGN_CONFIG=/design/flow/config.mk WORK_HOME=/design/flow/orfs finish

===== design/flow/config.mk =====
export PLATFORM = sky130hd
export DESIGN_NAME = AddSubModule
export DESIGN_NICKNAME = AddSubModule
export VERILOG_FILES = /design/flow/design.v
export SDC_FILE = /design/flow/constraint.sdc
export NUM_CORES = 4
export LEC_CHECK = 1
export CORE_UTILIZATION = 40

===== design/flow/constraint.sdc =====
current_design AddSubModule

set clk_period 52.0
set clk_io_pct 0.2

create_clock -name clk0 -period $clk_period [get_ports {clk}]

set non_clock_inputs [all_inputs -no_clocks]
set_input_delay [expr $clk_period * $clk_io_pct] -clock clk0 $non_clock_inputs
set_output_delay [expr $clk_period * $clk_io_pct] -clock clk0 [all_outputs]

===== design/flow/design.v =====
module AddSubModule (fromASBus, fleg, dataInBus, clk, RW, enable, matDecide, add1Sub0);
    output [255:0] fromASBus;
    output fleg;
    input [255:0] dataInBus;
	input RW, enable, clk, matDecide, add1Sub0;
    reg [255:0] fromASBus;
    reg fleg;
    reg [255:0] regOut;
    reg [15:0] in1_matMerc[3:0][3:0];
    reg [15:0] in2_matCol[3:0][3:0];
    reg [15:0] out_matTatami[3:0][3:0];
    reg [3:0] i;
    reg [3:0] j;
    reg [3:0] k;
    initial
    begin
        fleg = 0;
        for(i=0;i<4;i=i+1)
        begin
            for(j=0;j<4;j=j+1)
            begin
                out_matTatami[i][j] = 0;
            end
        end
    end
	always @ (negedge clk)
	begin
		if (fleg == 1)
		begin
			fleg = 0;
		end
	end
    always @ (posedge clk)
    begin
		if(enable == 1 && RW == 1 && matDecide == 0)	
		begin
            for(i=0;i<4;i=i+1)
            begin
                for(j=0;j<4;j=j+1)
                begin
                    out_matTatami[i][j] = 0;
                end
            end
			for(i=0;i<4;i=i+1)
			begin
				for(j=0;j<4;j=j+1)
				begin
					in1_matMerc[i][j] = dataInBus[i*64+16*j+:16];
				end
			end
			fleg = 1;
		end
		if (enable == 1 && RW == 1 && matDecide == 1)
		begin	
			for(i=0;i<4;i=i+1)
			begin
				for(j=0;j<4;j=j+1)
				begin
					in2_matCol[i][j] = dataInBus[i*64+16*j+:16];
				end
			end
            if(add1Sub0 == 1)
            begin
                for(i=0;i<4;i=i+1)
                begin
                    for(j=0;j<4;j=j+1)
                    begin
                        out_matTatami[i][j] = out_matTatami[i][j] + (in1_matMerc[i][j] + in2_matCol[i][j]);
                    end
                end
            end            
            if(add1Sub0 == 0)
            begin
                for(i=0;i<4;i=i+1)
                begin
                    for(j=0;j<4;j=j+1)
                    begin
                        out_matTatami[i][j] = out_matTatami[i][j] + (in1_matMerc[i][j] - in2_matCol[i][j]);
                    end
                end
            end
			for(i = 0;i<4;i = i +1)
			begin
				for(j=0;j<4;j = j +1)
				begin
					regOut[i*64+16*j+:16] = out_matTatami[i][j];
				end
			end
            fleg = 1;
		end
		if (enable == 1 && RW == 0)
		begin			
			fromASBus = regOut;
			fleg = 1;
		end
	end
endmodule

==> impl_metrics.yaml <==
# synthesis and place-and-route metrics
hold_path:
  hold_depth: 2
  hold_class: "reg2reg"
  min-delay-start: "regOut[213]"
  hold_path_end: "regOut[213]"
timing:
  report.final.slew_viol_count: 0
  rsz0062_at_grt: "false"
  maxSlewHeadroom: 0.394
  worst_pin_slew_ns: 0.887
  setup_tns_ns: 0
  finalClockPeriodUsage: 0.346
  skew_ns: 0.0250
  hold_violations: 0
  setup_violations: 0
  min_period_ns: 17.98
  finalHoldWorstSlack_ns: 0.443
  max_freq_mhz: 55.6
drt:
  firstDrtPassIters: 8
  wl_per_cell_um: 17.9
  via_per_inst: 5.06
  vias: 55000
  drc: 0
  antenna_left: 0
  routed_wl_um: 195000
  initialDrtViolationCount: 2965
synthesis:
  ys_seq_frac: 0.329
  synth.cell_area_um2: 70200
  ys_warn_count: 6
  ys_chip_area_um2: 70200
  flop_cell: "dfxtp_1"
  ys.flops: 1024
  ys_types: 103
  async_reset_ff_frac: 0
  edf_count: 256
  syn_area_per_cell_um2: 8.77
  syn_inst: 7999
  ys_cells: 7999
cells_and_area:
  fill_cells: 16000
  final_util: 0.471
  area_growth_pct: 16.8
  layout-drive-gt1-share: 0.0409
die:
  fp-row-count: 153
  ios: 518
  die_y_um: 421
  fp_util: 0.403
  core_area_um2: 174000
  chip_area_um2: 177000
  die_x_um: 421
grt:
  grt_usage: 0.231
  grt_pass1_vias: 53900
  grt_pass1_wl_um: 304000
  grt_overflow_total: 0
  antenna_found_initial: 26
  grt_max_degree: 124
power_and_ir_drop:
  p_sw_frac: 0.441
  power.density_nw_per_um2: 71.2
  seq_power_share: 0.204
  pwr-share-comb: 0.645
  p_int_w: 0.00326
  power_leakage_nw: 39.6
  power.share.clock: 0.151
  peakVddDrop_uv: 36.6
  switching_power_w: 0.00258
clocking:
  cts_buffer_depth: 3
  hold_buffers: 0
  tritoncts: "yes"
  cts_sinks: 1024
  root_buffer: "clkbuf_16"
  clk_pin_slew_worst_paths_ns: 0.06
  cts-htree-levels: 3
  worstSkewPairLatency_ns: 0.77
  cts_resized: 0
  cts_setup_buffers: 0
  numCtsBuffers: 120
worst_setup_path:
  r2r_end: "fromASBus[191]"
  cp_max_fo: 54
  crit_path_end_kind: "register"
  r2r_start: "in1_matMerc[4][1]"
  r2r_slack_ns: 45.74
  required_ns: 52.47
  reg2reg_depth: 23
  worstSetupPathType: "in2reg"
  crit_start: "RW"
  startpoint_type: "input port"
  critical_path_arrival_ns: 18.45
run_status:
  outcome: "completed"
placed_design:
  gp_congestion: 0.946
  port_buffers: 516
  place_hpwl_um: 144000
flow_run:
  drv_cap: 0
  warnings: 28
[per-stage QoR]
stage	setup slack, ns	instance area [um^2]	power, W	std cells
5_1_grt	33.47	82000	0.00644	10900
4_1_cts	34.12	82000	0.00587	10900
3_5_place_dp	33.29	77800	0.00494	10600
6_report	34.02	82000	0.00584	10900
3_3_place_gp	33.39	77800	0.00492	10600
2_1_floorplan	29.37	70200	0.00411	7999
[synth_stat cells (47+ instances only)]
master,count,area (um^2)
inv_1,1050,3940
a21o_1,328,2460
nor3_1,102,510
clkbuf_1,234,878
dfxtp_1,768,15400
o21ai_0,552,2760
fa_1,496,9930
nand2_1,1592,5980
o21a_1,97,728
xor2_1,148,1300
ha_1,480,6010
o211ai_1,63,473
mux2i_1,52,521
a21oi_1,318,1590
or3_1,54,338
nand3_1,122,611
a22o_1,53,464
a31oi_1,47,294
edfxtp_1,256,7690
a211oi_1,52,390
nor2_1,279,1050
nand2b_1,53,332
xnor2_1,209,1830
[state kept, by name (all words and copies together) (netlist names)]
| signal | count |
|---|---|
| regOut | 256 |
| fromASBus | 256 |
| out_matTatami | 256 |
| in1_matMerc | 256 |
[layout by cell type (no fill, tap or decap), types with 34 or more instances in the layout]
cell,instances
o211ai_1,63
buf_4,58
xnor2_1,209
nor3_1,102
a21oi_1,318
inv_1,1050
and3_1,34
dfxtp_1,768
ha_1,480
o21bai_1,45
o21a_1,97
a21boi_0,38
o31ai_1,43
nor2_1,276
edfxtp_1,256
fa_1,496
o21ai_0,552
a21o_1,328
a22o_1,53
clkbuf_16,124
mux2i_1,52
and2_1,41
clkdlybuf4s50_1,515
a211oi_1,52
nand3_1,121
a31oi_1,47
nand2b_1,53
or3_1,54
nand2_1,1589
xor2_1,148
[kinds of logic (layout without fill, tap and decap cells)]
logic type | after synthesis | after routing | synth area share
adders and majority gates | 976 | 976 | 0.227
other | 1 | 6 | 0.0000534
and+or+nand+nor | 2400 | 2400 | 0.145
muxes | 73 | 73 | 0.0108
buffers and inverters | 1319 | 1858 | 0.0709
DFF | 1024 | 1024 | 0.329
xor gates and xnor gates | 362 | 362 | 0.0461
AOI/OAI and AO/OA | 1844 | 1844 | 0.171
[worst max-delay path by stage]
stage | slack, ns | end
CTS | 34.12 | fromASBus[79]
global route | 33.47 | fromASBus[78]
finish | 34.02 | fromASBus[78]
[power by group through the flow]
| stage | registers, W | clock network, W | logic (W) |
|---|---|---|---|
| finish | 0.00119 | 0.000881 | 0.00376 |
| CTS | 0.00120 | 0.000908 | 0.00377 |
| global route | 0.00122 | 0.000937 | 0.00428 |
[worst max-delay path, cell delays in order]
cell and delay (ns):
clkdlybuf4s50_1 0.59, nand3b_1 0.54, buf_4 0.55, buf_4 0.57, buf_4 0.44, nand2_1 0.10
o21ai_0 0.12, inv_1 0.11, fa_1 0.48, inv_1 0.04, ha_1 0.20, fa_1 0.48
a21o_1 0.22, a221oi_1 0.45, a21oi_1 0.26, a31oi_1 0.25, xor2_1 0.16, nor2_1 0.07
a21o_1 0.19, fa_1 0.45, ha_1 0.35, o211ai_1 0.20, nor2_1 0.07, a31oi_1 0.25
nand4_1 0.19, and3_1 0.19, a211oi_1 0.27, o21ai_0 0.14
[layer usage]
layer	share of wire	track usage
met5	0	0.000273
met2	0.47	0.373
met1	0.44	0.327
met4	0.036	0.0646
met3	0.053	0.0464
[final cells by class]
class / instances / area (um^2) / area share
tap: 2325 / 2910 / 0.0355
timing repair buffer: 578 / 5690 / 0.0694
sequential: 1024 / 23100 / 0.281
inverter: 1051 / 3950 / 0.0482
antenna: 5 / 12.5 / 0.000153
multi-input combinational: 5656 / 42200 / 0.515
clock inverter: 71 / 746 / 0.00910
clock buffer: 158 / 3400 / 0.0415
Power and IR drop assume default switching activity.

### design/flow/design.v
module TranslationModule (fromTranBus, fleg, dataInBus, clk, RW, enable, matDecide);
    output [255:0] fromTranBus;
    output fleg;
    input [255:0] dataInBus;
	input RW, enable, clk, matDecide;
    reg [255:0] fromTranBus;
    reg fleg;
    reg [255:0] regOut;
    reg [15:0] in1_matMerc[3:0][3:0];
    reg [15:0] in2_matCol[3:0][3:0];
    reg [15:0] out_matTatami[3:0][3:0];
    reg [3:0] i;
    reg [3:0] j;
    reg [3:0] k;
    initial
    begin
        fleg = 0;
        for(i=0;i<4;i=i+1)
        begin
            for(j=0;j<4;j=j+1)
            begin
                out_matTatami[i][j] = 0;
            end
        end
    end
	always @ (negedge clk)
	begin
		if (fleg == 1)
		begin
			fleg = 0;
		end
	end
    always @ (posedge clk)
    begin
		if (enable == 1 && RW == 1 && matDecide == 0)
		begin	
			for(i=0;i<4;i=i+1)
			begin
				for(j=0;j<4;j=j+1)
				begin
					in2_matCol[i][j] = dataInBus[i*64+16*j+:16];
				end
			end
			for(i = 0;i<4;i = i +1)
			begin
				for(j=0;j<4;j = j +1)
				begin
					regOut[i*64+16*j+:16] = in2_matCol[j][i];
				end
			end
            fleg = 1;
		end
		if (enable == 1 && RW == 0)
		begin			
			fromTranBus = regOut;
			fleg = 1;
		end
	end
endmodule
### design/flow/run.sh
#!/bin/bash
# OpenROAD 26Q1-2900-gdf79404cd8, Yosys 0.63+post, stock flow scripts
make -C /OpenROAD-flow-scripts/flow DESIGN_CONFIG=/design/flow/config.mk WORK_HOME=/design/flow/orfs finish
### design/flow/config.mk
export PLATFORM = sky130hd
export DESIGN_NAME = TranslationModule
export DESIGN_NICKNAME = TranslationModule
export VERILOG_FILES = /design/flow/design.v
export SDC_FILE = /design/flow/constraint.sdc
export NUM_CORES = 4
export LEC_CHECK = 1
export CORE_UTILIZATION = 30
### design/flow/constraint.sdc
current_design TranslationModule

set clk_period 30.6
set clk_io_pct 0.2

create_clock -name clk0 -period $clk_period [get_ports {clk}]

set non_clock_inputs [all_inputs -no_clocks]
set_input_delay [expr $clk_period * $clk_io_pct] -clock clk0 $non_clock_inputs
set_output_delay [expr $clk_period * $clk_io_pct] -clock clk0 [all_outputs]
==> qor.yml <==
outcome:
  outcome: "finished, final reports clean"
sta:
  skew_ns: 0.0103
  fmax_mhz: 101
  period_needed_ns: 9.90
  rsz0062_at_grt: "false"
  setup_viol: 0
  fin_crit_sh_pct: 32.4
  maxSlewViolCount: 0
  setup_tns_ns: 0
  relSlewSlack_pct: 47.4
  worst_pin_slew_ns: 0.788
  hold_viol_final: 0
finish:
  fin_util_pct: 44.3
  fin_area_um2: 24500
  lay_top_count: "clkdlybuf4s50_1"
  layout-drive-gt1-share_pct: 22.4
  mostFrequentLayoutCells: "515 x clkdlybuf4s50_1, 256 x edfxtp_1, 256 x dfxtp_1"
  synthToLayoutAreaGrowth_pct: 45.8
route:
  wl_per_cell_um: 16.6
  dr.pass1.iters: 4
  wl_mm: 35.6
  diodes: 0
  vias: 8563
  ant_nets: 0
  routed_via_density: 3.99
  detail_route.iter0.violations: 305
  drc: 0
clock_network:
  clock_path_buffers: 3
  ctsResizeCount: 0
  hold_buffers: 0
  root_buffer: "clkbuf_16"
  clkTransAtPathRegs_ns: 0.06
  post-cts-setup-buffers: 0
  insertion_delay_ns: 0.58
  cts.sinks: 512
  cts_tree: "yes"
  cts_buffers: 53
  cts_max_level: 2
run:
  warning_count: 25
  cap_violations: 0
logic_synthesis:
  seq_area_frac_synth_pct: 76.3
  syn_area_um2: 16800
  yosysCellCount: 800
  ys_seq_elements: 512
  yosysWarnings: 4
  yosysChipArea_um2: 16800
  synthCells: 800
  yosysUniqueCellTypes: 11
  syn_area_per_cell_um2: 21.0
global_route:
  grt.total_usage_pct: 12.7
  grt_max_degree: 54
  grt_pass1_wl_mm: 52.6
  grt.overflow.total: 0
  antenna_found_initial: 3
  grt_pass1_vias: 8765
floorplan:
  floorplan.core_util_pct: 30.4
  fp-row-count: 86
  coreArea_um2: 55200
  die_h_um: 239
  ios: 517
  fp.dieW_um: 239
  dieArea_um2: 56900
placed_design:
  placed_area_um2: 22700
  dp_hpwl_mm: 24.3
  place_congestion: 0.785
  io_buffer_count: 515
critical_path:
  crit_fanout: 53
  endpoint_kind: "register"
  startpoint_type: "input port"
  critPathKind: "in2reg"
  worstPathArrival_ns: 10.22
  critical_path_required_ns: 30.92
power:
  power_density_nw_per_um2: 70.1
  total_power_mw: 1.72
  p_leak_nw: 9.65
  ir_drop_mv: 0.0457
worst_hold_path:
  min_path_type: "reg2reg"
[synth_stat cells, drive strengths merged]
library cell	n	area, um2
edfxtp	256	7690
dfxtp	256	5120
buf	29	317
nand3b	1	20.0
mux2	256	3630
nor2b	1	6.26
conb	1	3.75
[worst paths after layout]
check | from | endpoint | slack, ns | cells after the start
max reg2reg | regOut[28] | fromTranBus[28] | 29.74 | 1
min | regOut[46] | regOut[46] | 0.46 | 1
max | RW | fromTranBus[87] | 20.70 | 7
min reg2reg | regOut[46] | regOut[46] | 0.46 | 1
[layout make-up]
| type | instances | area [um2] |
|---|---|---|
| clock buffers | 76 | 1540 |
| clock inverters | 24 | 288 |
| fillers | 4740 | 30700 |
| multi-input cells | 259 | 3670 |
| flip-flops and latches | 512 | 12800 |
| well taps | 748 | 936 |
| repair buffers | 526 | 5240 |
[metal layers]
layer,routed length (um),GRT usage (%),up-vias
li1,-,-,4049
met5,37,0,-
met2,16200,18.8,341
met3,4300,6.16,69
met4,893,2.84,6
met1,14200,17.3,4098
[registers in the layout, indices dropped and copies added, names as in the netlist]
name	count
fromTranBus	256
regOut	256
[power breakdown]
part	switching [mW]	internal, mW
Combinational	0.0549	0.145
Sequential	0.0243	0.832
Clock	0.260	0.400
[critical path: stages]
cell and delay, ns:
clkdlybuf4s50_1 0.50, nand3b_4 0.57, buf_4 0.72, buf_4 0.61, buf_4 0.53, buf_4 0.66, mux2_4 0.36
[kinds of logic (layout without fill, tap and decap cells)]
group / after synthesis / in the layout / synth area share (%)
muxes: 256 / 256 / 21.6
DFF: 512 / 512 / 76.3
buffers and inverters: 29 / 626 / 1.89
other: 1 / 1 / 0.0223
and+or+nand+nor: 2 / 2 / 0.156
[through the flow]
stage | setup WS [ns] | hold WS [ns] | std cells
after floorplan | 12.25 | 0.435 | 800
after global placement | 20.07 | 0.440 | 2045
after detailed placement | 20.07 | 0.449 | 2045
after CTS | 20.70 | 0.465 | 2145
after global routing | 20.51 | 0.474 | 2145
final | 20.70 | 0.461 | 2145
Power is estimated from default activity; no workload was simulated.
